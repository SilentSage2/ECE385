File: ./design.v
package SLC3_2;
   parameter op_ADD = 4'b0001;  
   parameter op_AND = 4'b0101;
   parameter op_NOT = 4'b1001;
   parameter op_BR  = 4'b0000;
   parameter op_JMP = 4'b1100;
   parameter op_JSR = 4'b0100;
   parameter op_LDR = 4'b0110;
   parameter op_STR = 4'b0111;
   parameter op_PSE = 4'b1101;
   parameter NO_OP = 15'b0;    
   parameter R0 = 3'b000;       
   parameter R1 = 3'b001;
   parameter R2 = 3'b010;
   parameter R3 = 3'b011;
   parameter R4 = 3'b100;
   parameter R5 = 3'b101;
   parameter R6 = 3'b110;
   parameter R7 = 3'b111;
   parameter p   = 3'b001;      
   parameter z   = 3'b010;
   parameter zp  = 3'b011;
   parameter n   = 3'b100;
   parameter np  = 3'b101;
   parameter nz  = 3'b110;
   parameter nzp = 3'b111;
   parameter outHEX = -1;
   parameter inSW = -1;
   function [15:0] opCLR ( input [2:0] DR );
      opCLR[15:12] = op_AND;
      opCLR[11: 9] = DR;
      opCLR[ 8: 6] = DR;
      opCLR[ 5   ] = 1'b1;
      opCLR[ 4: 0] = 5'b0;
   endfunction
   function [15:0] opAND ( input [2:0] DR, SR1, SR2 );
      opAND[15:12] = op_AND;
      opAND[11: 9] = DR;
      opAND[ 8: 6] = SR1;
      opAND[ 5: 3] = 3'b0;
      opAND[ 2: 0] = SR2;
   endfunction
   function [15:0] opANDi ( input [2:0] DR, SR, integer imm5 );
      opANDi[15:12] = op_AND;
      opANDi[11: 9] = DR;
      opANDi[ 8: 6] = SR;
      opANDi[ 5   ] = 1'b1;
      opANDi[ 4: 0] = imm5[4:0];
   endfunction
   function [15:0] opADD ( input [2:0] DR, SR1, SR2 );
      opADD[15:12] = op_ADD;
      opADD[11: 9] = DR;
      opADD[ 8: 6] = SR1;
      opADD[ 5: 3] = 3'b0;
      opADD[ 2: 0] = SR2;
   endfunction
   function [15:0] opADDi ( input [2:0] DR, SR, integer imm5 );
      opADDi[15:12] = op_ADD;
      opADDi[11: 9] = DR;
      opADDi[ 8: 6] = SR;
      opADDi[ 5   ] = 1'b1;
      opADDi[ 4: 0] = imm5[4:0];
   endfunction
   function [15:0] opINC ( input [2:0] DR );
      opINC[15:12] = op_ADD;
      opINC[11: 9] = DR;
      opINC[ 8: 6] = DR;
      opINC[ 5   ] = 1'b1;
      opINC[ 4: 0] = 1;
   endfunction
   function [15:0] opDEC ( input [2:0] DR );
      opDEC[15:12] = op_ADD;
      opDEC[11: 9] = DR;
      opDEC[ 8: 6] = DR;
      opDEC[ 5   ] = 1'b1;
      opDEC[ 4: 0] = -1;
   endfunction
   function [15:0] opNOT ( input [2:0] DR, SR );
      opNOT[15:12] = op_NOT;
      opNOT[11: 9] = DR;
      opNOT[ 8: 6] = SR;
      opNOT[ 5: 0] = 5'b1;
   endfunction
   function [15:0] opBR ( input [2:0] condition, integer PCoffset9 );
      opBR[15:12] = op_BR;
      opBR[11: 9] = condition;
      opBR[ 8: 0] = PCoffset9[8:0];
   endfunction
   function [15:0] opJMP ( input [2:0] BaseR );
      opJMP[15:12] = op_JMP;
      opJMP[11: 9] = 3'b0;
      opJMP[ 8: 6] = BaseR;
      opJMP[ 5: 0] = 6'b0;
   endfunction
   function [15:0] opRET ( );
      opRET[15:12] = op_JMP;
      opRET[11: 9] = 3'b0;
      opRET[ 8: 6] = R7;
      opRET[ 5: 0] = 6'b0;
   endfunction
   function [15:0] opJSR ( input integer PCoffset11 );
      opJSR[15:12] = op_JSR;
      opJSR[11   ] = 1'b1;
      opJSR[10: 0] = PCoffset11[10:0];
   endfunction
   function [15:0] opLDR ( input [2:0] DR, BaseR, integer offset6 );
      opLDR[15:12] = op_LDR;
      opLDR[11: 9] = DR;
      opLDR[ 8: 6] = BaseR;
      opLDR[ 5: 0] = offset6[5:0];
   endfunction
   function [15:0] opSTR ( input [2:0] SR, BaseR, integer offset6 );
      opSTR[15:12] = op_STR;
      opSTR[11: 9] = SR;
      opSTR[ 8: 6] = BaseR;
      opSTR[ 5: 0] = offset6[5:0];
   endfunction
   function [15:0] opPSE ( input [11:0] ledVect12 );
      opPSE[15:12] = op_PSE;
      opPSE[11: 0] = ledVect12;
   endfunction
endpackage
module addRoundkey (
			input  logic [127:0] state,
			input  logic [1407:0] KeyS,
			input  logic [3:0] round,  
			output logic [127:0] out
);
logic [127:0] key;
always_comb
begin 
	unique case(round)
		4'b0000:
			key = KeyS[127:0];
		4'b0001:
			key = KeyS[255:128];
		4'b0010:
			key = KeyS[383:256];
		4'b0011:
			key = KeyS[511:384];
		4'b0100:
			key = KeyS[639:512];
		4'b0101:
			key = KeyS[767:640];
		4'b0110:
			key = KeyS[895:768];
		4'b0111:
			key = KeyS[1023:896];
		4'b1000:
			key = KeyS[1151:1024];
		4'b1001:
			key = KeyS[1279:1152];
		4'b1010:
			key = KeyS[1407:1280];
		default:
			key = state;
	endcase
end
assign out = state ^ key;
endmodule 
File: ./run.sh
#!/bin/bash
# OpenROAD 26Q1-2900-gdf79404cd8, Yosys 0.63+post, stock flow scripts
make -C /OpenROAD-flow-scripts/flow DESIGN_CONFIG=/design/flow/config.mk WORK_HOME=/design/flow/orfs finish
File: ./config.mk
export PLATFORM = sky130hd
export DESIGN_NAME = addRoundkey
export DESIGN_NICKNAME = addRoundkey
export VERILOG_FILES = /design/flow/design.v
export SDC_FILE = /design/flow/constraint.sdc
export NUM_CORES = 4
export LEC_CHECK = 1
export CORE_AREA = 10 10 636 636
export DIE_AREA = 0 0 646 646
File: ./constraint.sdc
current_design addRoundkey

set clk_period 23.2
set clk_io_pct 0.2

create_clock -name clk0 -period $clk_period

set non_clock_inputs [all_inputs -no_clocks]
set_input_delay [expr $clk_period * $clk_io_pct] -clock clk0 $non_clock_inputs
set_output_delay [expr $clk_period * $clk_io_pct] -clock clk0 [all_outputs]
==> metrics.txt <==
# HELP chip_impl_metric Implementation results
# TYPE chip_impl_metric gauge
chip_impl_metric{name="slew_viol_final",unit=""} 0
chip_impl_info{name="crit_path_frequent_cell",value="sky130_fd_sc_hd__buf_4"} 1
chip_impl_metric{name="mapped_cells",unit=""} 1708
chip_impl_metric{name="post_synth.cell_area_avg",unit="sq um"} 7.436
chip_impl_metric{name="io_pins",unit=""} 1668
chip_impl_metric{name="ant_nets",unit=""} 0
chip_impl_metric{name="placed_cells",unit=""} 8446
chip_impl_metric{name="gp_congestion",unit=""} 0.9872
chip_impl_metric{name="cts.repair_timing.setup_buffer_count",unit=""} 0
chip_impl_metric{name="worstHoldPathCells",unit=""} 4
chip_impl_info{name="grt_setup_unrepaired",value="no"} 1
chip_impl_metric{name="setup-tns-final",unit="ns"} 0
chip_impl_metric{name="clockBufferCount",unit=""} 0
chip_impl_metric{name="floorplanUtilization",unit=""} 0.03259
chip_impl_metric{name="post_route_cells_drive_above_1_share",unit=""} 0.1333
chip_impl_metric{name="finalWorstPathRequiredPeriod",unit="ns"} 14.29
chip_impl_metric{name="swShare",unit=""} 0.4922
chip_impl_metric{name="post_drt_via_cell_ratio",unit=""} 3.162
chip_impl_metric{name="dieWidth",unit="microns"} 646
chip_impl_info{name="setup.worst_path.start_class",value="input port"} 1
chip_impl_metric{name="final_min_period_over_clock_period",unit=""} 0.6159
chip_impl_metric{name="crit_required",unit="ns"} 18.56
chip_impl_metric{name="timing.max_slew.rel_slack",unit=""} 0.005279
chip_impl_metric{name="grt_remaining_overflow",unit=""} 0
chip_impl_metric{name="max_freq",unit="GHz"} 0.06999
chip_impl_metric{name="fp.coreArea",unit="sq um"} 389700
chip_impl_metric{name="detailedPlacementHpwl",unit="mm"} 403.7
chip_impl_metric{name="synth.yosys.seq_area_share",unit=""} 0
chip_impl_metric{name="row_count",unit=""} 229
chip_impl_info{name="hold_start",value="state[103]"} 1
chip_impl_metric{name="final-setup-viol-count",unit=""} 0
chip_impl_info{name="crit_slowest_cell",value="sky130_fd_sc_hd__a222oi_1"} 1
chip_impl_metric{name="internal_pwr_total",unit="mW"} 0.3988
chip_impl_metric{name="final-instance-count-excl-fill",unit=""} 8606
chip_impl_metric{name="cp_max_fo",unit=""} 87
chip_impl_metric{name="grt_pass1_wl",unit="mm"} 485.5
chip_impl_info{name="critical_path.endpoint_type",value="output port"} 1
chip_impl_metric{name="ys_cells",unit=""} 1708
chip_impl_metric{name="flip_flops",unit=""} 0
chip_impl_metric{name="detailedRoute.firstPassIterationCount",unit=""} 9
chip_impl_metric{name="vias",unit=""} 27210
chip_impl_metric{name="tightest_slew",unit="ns"} 1.492
chip_impl_metric{name="utilization_of_the_core_after_routing",unit=""} 0.09353
chip_impl_metric{name="sequential_group_share_of_total_power",unit=""} 0
chip_impl_metric{name="stage_log_warnings",unit=""} 33
chip_impl_metric{name="synth.lib_cells_used.distinct",unit=""} 47
chip_impl_info{name="run_status",value="finished, final reports clean"} 1
chip_impl_info{name="worst_hold_path_type",value="input port to output port"} 1
chip_impl_metric{name="chip_area",unit="sq um"} 417300
chip_impl_metric{name="ctsResizeCount",unit=""} 0
chip_impl_metric{name="detail_route.drc_violations",unit=""} 0
chip_impl_metric{name="largest_net_degree_at_the_start_of_global_routing",unit=""} 88
chip_impl_metric{name="place.port_buffers",unit=""} 1668
chip_impl_metric{name="hold_viol",unit=""} 0
chip_impl_metric{name="power_per_cell_area",unit="nW/um^2"} 21.55
chip_impl_metric{name="first_global_vias",unit=""} 24107
chip_impl_metric{name="drt_iter0_markers",unit=""} 3198
chip_impl_metric{name="gr-usage-all-layers",unit=""} 0.2009
chip_impl_metric{name="dieHeight",unit="microns"} 646
chip_impl_metric{name="p_switching",unit="mW"} 0.3866
chip_impl_metric{name="route.final.wire_length",unit="mm"} 432.6
chip_impl_metric{name="arrival",unit="ns"} 9.65
chip_impl_metric{name="post_synth_instance_area",unit="sq um"} 12700
chip_impl_metric{name="fin_hold_ws",unit="ns"} 10.22
chip_impl_metric{name="antenna_found_initial",unit=""} 668
chip_impl_info{name="crit_path_cell_trace",value="buf_8, buf_4, buf_4, buf_12, mux2_2, a222oi_1, o221ai_1, o21a_1, nor3_1, clkdlybuf4s50_1"} 1
chip_impl_metric{name="timing.max_cap.violations",unit=""} 0
chip_impl_metric{name="count_of_hold_fix_buffers_inserted_at_cts",unit=""} 0
chip_impl_info{name="critical_path_class",value="input port to output port"} 1
chip_impl_metric{name="max-vdd-ir-drop",unit="mV"} 0.009170
chip_impl_metric{name="synth.yosys.chip_area",unit="sq um"} 12700
chip_impl_metric{name="tally_of_yosys_warning_messages",unit=""} 1
chip_impl_metric{name="seqCellArea",unit="sq um"} 0
chip_impl_metric{name="share_comb_of_total_power",unit=""} 1.000
chip_impl_metric{name="pwr-share-clk",unit=""} 0
chip_impl_info{name="timing.hold.worst_endpoint",value="out[103]"} 1
chip_impl_metric{name="detail_route.wl_per_cell",unit="microns"} 50.26
chip_impl_metric{name="filler_cell_count",unit=""} 45205
chip_impl_metric{name="cpPeakStageDelay",unit="ns"} 0.95
chip_impl_metric{name="total_leakage_power",unit="nW"} 10.99
chip_impl_metric{name="syn_to_final_growth",unit="%"} 186.9
-- metal layers --
metal / wire length [microns] / global-route usage / share of wire / vias up
met4: 13610 / 0.03624 / 0.031 / 276
met1: 152900 / 0.2179 / 0.35 / 12559
li1: - / - / - / 10436
met5: 1878 / 0 / 0.0043 / -
met2: 212500 / 0.3534 / 0.49 / 2781
met3: 51710 / 0.1009 / 0.12 / 1158
-- cells in the mapped netlist, types with 20 or more instances --
cell type / n / area [sq um]
sky130_fd_sc_hd__a22oi_1: 232 / 1742
sky130_fd_sc_hd__o221a_2: 24 / 270.3
sky130_fd_sc_hd__nor2_1: 20 / 75.07
sky130_fd_sc_hd__a222oi_1: 80 / 800.8
sky130_fd_sc_hd__a31oi_1: 24 / 150.1
sky130_fd_sc_hd__o221ai_1: 72 / 630.6
sky130_fd_sc_hd__and2_1: 21 / 131.4
sky130_fd_sc_hd__o21ai_0: 22 / 110.1
sky130_fd_sc_hd__a221oi_1: 48 / 420.4
sky130_fd_sc_hd__o22ai_1: 64 / 400.4
sky130_fd_sc_hd__o211ai_1: 32 / 240.2
sky130_fd_sc_hd__a21bo_2: 24 / 240.2
sky130_fd_sc_hd__clkbuf_1: 130 / 488.0
sky130_fd_sc_hd__o21a_1: 33 / 247.7
sky130_fd_sc_hd__mux2_2: 218 / 2455
sky130_fd_sc_hd__buf_2: 65 / 325.3
sky130_fd_sc_hd__mux2i_1: 64 / 640.6
sky130_fd_sc_hd__a22o_1: 56 / 490.5
sky130_fd_sc_hd__nor3_1: 73 / 365.4
sky130_fd_sc_hd__inv_1: 81 / 304.0
sky130_fd_sc_hd__nand2_1: 121 / 454.2
-- area by class of cell --
| class | instances | area [sq um] | share of cell area |
|---|---|---|---|
| Timing Repair Buffer | 1763 | 17640 | 0.4839 |
| Multi-Input combinational cell | 1405 | 11600 | 0.3184 |
| Tap cell | 5197 | 6502 | 0.1784 |
| Antenna cell | 160 | 400.4 | 0.01099 |
| Inverter | 81 | 304.0 | 0.008342 |
-- worst max path at each step --
stage | start | end | slack [ns] | depth (start not counted)
5_1_grt | round[2] | out[53] | 9.04 | 10
6_report | round[2] | out[53] | 8.91 | 10
4_1_cts | round[2] | out[44] | 9.08 | 11
-- power groups by stage --
stage / Clock (mW) / Sequential, mW / Combinational [mW]
CTS: 0 / 0 / 0.801
global route: 0.000000368 / 0 / 0.820
finish: 0.000000374 / 0 / 0.785
-- worst max-delay path: cells and delay by family --
family,cells,cell delay (ns)
muxes,1,0.40
and+or+nand+nor,1,0.20
buffers and inverters,5,2.45
AOI/OAI and AO/OA,3,1.69
-- cells in the final DEF (no fill, tap or decap), drive strengths merged, types with 20 or more instances in the layout --
| cell | instances |
|---|---|
| o22ai | 64 |
| buf | 99 |
| mux2i | 64 |
| o211ai | 32 |
| nor3 | 73 |
| a21bo | 24 |
| nor2 | 20 |
| a31oi | 24 |
| nand2 | 121 |
| a22o | 56 |
| inv | 81 |
| o221ai | 72 |
| o221a | 24 |
| diode | 160 |
| and2 | 21 |
| a22oi | 232 |
| mux2 | 224 |
| a221oi | 48 |
| o21ai | 33 |
| clkdlybuf4s50 | 1664 |
| a222oi | 80 |
| o21a | 33 |
-- cell families (layout without fill, tap and decap cells) --
| logic type | after synthesis | count (layout) | share of synthesized area |
|---|---|---|---|
| other | 0 | 160 | 0 |
| AND-OR/OR-AND | 778 | 778 | 0.4943 |
| buffers and inverters | 303 | 1844 | 0.1022 |
| multiplexers | 304 | 304 | 0.2780 |
| AND/OR/NAND/NOR | 323 | 323 | 0.1255 |
-- through the flow --
step,power [mW],worst slack (ns),area [sq um]
CTS,0.8014,9.083,36040
floorplan,0.1922,12.34,12700
global placement,0.7842,9.113,35650
finish,0.7854,8.911,36450
global route,0.8198,9.042,36190
detailed placement,0.7968,9.077,36040
No activity file was given, so power comes from the tool's default toggle rates.
