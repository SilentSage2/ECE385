$ cat flow/config.mk
export PLATFORM = sky130hd
export DESIGN_NAME = is_barrier
export DESIGN_NICKNAME = is_barrier
export VERILOG_FILES = /design/flow/design.v
export SDC_FILE = /design/flow/constraint.sdc
export NUM_CORES = 4
export LEC_CHECK = 1
export CORE_AREA = 10 10 490 490
export DIE_AREA = 0 0 500 500
$ cat flow/constraint.sdc
current_design is_barrier

set clk_period 114.5
set clk_io_pct 0.2

create_clock -name clk0 -period $clk_period

set non_clock_inputs [all_inputs -no_clocks]
set_input_delay [expr $clk_period * $clk_io_pct] -clock clk0 $non_clock_inputs
set_output_delay [expr $clk_period * $clk_io_pct] -clock clk0 [all_outputs]
$ cat flow/design.v
package SLC3_2;
   parameter op_ADD = 4'b0001;  
   parameter op_AND = 4'b0101;
   parameter op_NOT = 4'b1001;
   parameter op_BR  = 4'b0000;
   parameter op_JMP = 4'b1100;
   parameter op_JSR = 4'b0100;
   parameter op_LDR = 4'b0110;
   parameter op_STR = 4'b0111;
   parameter op_PSE = 4'b1101;
   parameter NO_OP = 15'b0;    
   parameter R0 = 3'b000;       
   parameter R1 = 3'b001;
   parameter R2 = 3'b010;
   parameter R3 = 3'b011;
   parameter R4 = 3'b100;
   parameter R5 = 3'b101;
   parameter R6 = 3'b110;
   parameter R7 = 3'b111;
   parameter p   = 3'b001;      
   parameter z   = 3'b010;
   parameter zp  = 3'b011;
   parameter n   = 3'b100;
   parameter np  = 3'b101;
   parameter nz  = 3'b110;
   parameter nzp = 3'b111;
   parameter outHEX = -1;
   parameter inSW = -1;
   function [15:0] opCLR ( input [2:0] DR );
      opCLR[15:12] = op_AND;
      opCLR[11: 9] = DR;
      opCLR[ 8: 6] = DR;
      opCLR[ 5   ] = 1'b1;
      opCLR[ 4: 0] = 5'b0;
   endfunction
   function [15:0] opAND ( input [2:0] DR, SR1, SR2 );
      opAND[15:12] = op_AND;
      opAND[11: 9] = DR;
      opAND[ 8: 6] = SR1;
      opAND[ 5: 3] = 3'b0;
      opAND[ 2: 0] = SR2;
   endfunction
   function [15:0] opANDi ( input [2:0] DR, SR, integer imm5 );
      opANDi[15:12] = op_AND;
      opANDi[11: 9] = DR;
      opANDi[ 8: 6] = SR;
      opANDi[ 5   ] = 1'b1;
      opANDi[ 4: 0] = imm5[4:0];
   endfunction
   function [15:0] opADD ( input [2:0] DR, SR1, SR2 );
      opADD[15:12] = op_ADD;
      opADD[11: 9] = DR;
      opADD[ 8: 6] = SR1;
      opADD[ 5: 3] = 3'b0;
      opADD[ 2: 0] = SR2;
   endfunction
   function [15:0] opADDi ( input [2:0] DR, SR, integer imm5 );
      opADDi[15:12] = op_ADD;
      opADDi[11: 9] = DR;
      opADDi[ 8: 6] = SR;
      opADDi[ 5   ] = 1'b1;
      opADDi[ 4: 0] = imm5[4:0];
   endfunction
   function [15:0] opINC ( input [2:0] DR );
      opINC[15:12] = op_ADD;
      opINC[11: 9] = DR;
      opINC[ 8: 6] = DR;
      opINC[ 5   ] = 1'b1;
      opINC[ 4: 0] = 1;
   endfunction
   function [15:0] opDEC ( input [2:0] DR );
      opDEC[15:12] = op_ADD;
      opDEC[11: 9] = DR;
      opDEC[ 8: 6] = DR;
      opDEC[ 5   ] = 1'b1;
      opDEC[ 4: 0] = -1;
   endfunction
   function [15:0] opNOT ( input [2:0] DR, SR );
      opNOT[15:12] = op_NOT;
      opNOT[11: 9] = DR;
      opNOT[ 8: 6] = SR;
      opNOT[ 5: 0] = 5'b1;
   endfunction
   function [15:0] opBR ( input [2:0] condition, integer PCoffset9 );
      opBR[15:12] = op_BR;
      opBR[11: 9] = condition;
      opBR[ 8: 0] = PCoffset9[8:0];
   endfunction
   function [15:0] opJMP ( input [2:0] BaseR );
      opJMP[15:12] = op_JMP;
      opJMP[11: 9] = 3'b0;
      opJMP[ 8: 6] = BaseR;
      opJMP[ 5: 0] = 6'b0;
   endfunction
   function [15:0] opRET ( );
      opRET[15:12] = op_JMP;
      opRET[11: 9] = 3'b0;
      opRET[ 8: 6] = R7;
      opRET[ 5: 0] = 6'b0;
   endfunction
   function [15:0] opJSR ( input integer PCoffset11 );
      opJSR[15:12] = op_JSR;
      opJSR[11   ] = 1'b1;
      opJSR[10: 0] = PCoffset11[10:0];
   endfunction
   function [15:0] opLDR ( input [2:0] DR, BaseR, integer offset6 );
      opLDR[15:12] = op_LDR;
      opLDR[11: 9] = DR;
      opLDR[ 8: 6] = BaseR;
      opLDR[ 5: 0] = offset6[5:0];
   endfunction
   function [15:0] opSTR ( input [2:0] SR, BaseR, integer offset6 );
      opSTR[15:12] = op_STR;
      opSTR[11: 9] = SR;
      opSTR[ 8: 6] = BaseR;
      opSTR[ 5: 0] = offset6[5:0];
   endfunction
   function [15:0] opPSE ( input [11:0] ledVect12 );
      opPSE[15:12] = op_PSE;
      opPSE[11: 0] = ledVect12;
   endfunction
endpackage
module is_barrier(
                  input [9:0] Ball_X_Pos, Ball_Y_Pos,
						input [0:12*16-1][3:0] map_array,
						output [3:0] stop
                  );
		logic [4:0] X_t_l, X_t_r, X_b_l, X_b_r, X_l_mid, X_r_mid, X_t_mid, X_b_mid;
		logic [4:0] Y_t_l, Y_t_r, Y_b_l, Y_b_r, Y_l_mid, Y_r_mid, Y_t_mid, Y_b_mid;
		assign X_t_l = (Ball_X_Pos-9)/40;
		assign X_t_r = (Ball_X_Pos+10)/40;
		assign X_b_l = (Ball_X_Pos-9)/40;
		assign X_b_r = (Ball_X_Pos+10)/40;
		assign Y_t_l = (Ball_Y_Pos-15)/40;
		assign Y_t_r = (Ball_Y_Pos-15)/40;
		assign Y_b_l = (Ball_Y_Pos+14)/40;
		assign Y_b_r = (Ball_Y_Pos+14)/40;
		assign X_t_mid = (Ball_X_Pos)/40;
		assign X_l_mid = (Ball_X_Pos-9)/40;
		assign X_b_mid = (Ball_X_Pos)/40;
		assign X_r_mid = (Ball_X_Pos+10)/40;
		assign Y_t_mid = (Ball_Y_Pos-15)/40;
		assign Y_l_mid = (Ball_Y_Pos)/40;
		assign Y_b_mid = (Ball_Y_Pos+14)/40;
		assign Y_r_mid = (Ball_Y_Pos)/40;
		always_comb begin
			stop = 4'b0;
			if ((map_array[16*(Y_t_l-1)+X_t_l]!=4'h0 || map_array[16*(Y_t_r-1)+X_t_l]!=4'h0 || map_array[16*(Y_t_mid-1)+X_t_mid]!=4'h0) && Ball_Y_Pos == Y_t_l*40 + 20)
				stop[0] = 1'b1;
			if ((map_array[16*Y_t_l+X_t_l-1]!=4'h0 || map_array[16*Y_b_l+X_b_l-1]!=4'h0 || map_array[16*Y_l_mid+X_l_mid-1]!=4'h0) && Ball_X_Pos == X_t_l*40 + 20)
				stop[1] = 1'b1;
			if ((map_array[16*(Y_b_l+1)+X_b_l]!=4'h0 || map_array[16*(Y_b_r+1)+X_b_r]!=4'h0 || map_array[16*(Y_b_mid+1)+X_b_mid]!=4'h0) && Ball_Y_Pos == Y_b_r*40 + 20)
				stop[2] = 1'b1;
			if ((map_array[16*Y_t_r+X_t_r+1]!=4'h0 || map_array[16*Y_b_r+X_b_r+1]!=4'h0 || map_array[16*Y_r_mid+X_r_mid+1]!=4'h0) && Ball_X_Pos == X_b_r*40 + 20)
				stop[3] = 1'b1;
		end
endmodule
$ cat flow/run.sh
#!/bin/bash
# OpenROAD 26Q1-2900-gdf79404cd8, Yosys 0.63+post, stock flow scripts
make -C /OpenROAD-flow-scripts/flow DESIGN_CONFIG=/design/flow/config.mk WORK_HOME=/design/flow/orfs finish
==> Changelog: implementation <==
### Implementation results

* Outcome: completed
* GRT overflow at 0
* Routability Congestion at 1.05
* Largest stage delay, worst path at 690 ps
* Vias in the first global route at 41900
* Die Width at 500 um
* FF+latch area at 0 um^2
* Post-route cell area at 42900 um^2
* Core area at 230000 um^2
* Peak fanout along the critical path at 52
* Delay-heaviest family, CP: AND-OR/OR-AND gates
* Clk_buf instances at 0
* Post-CTS Setup Bufs at 0
* Chip area at 250000 um^2
* Max-Cap Viols at 0
* Cell type with the largest total area: mux4_2
* VDD IR-drop max at 0.0000171 V
* Dominant cell area share at 0.139
* Critical Path Slowest Stage Cell: nor2_1
* Share of layout cells above drive strength 1 at 0.119
* Net Switching at 0.000577 W
* Largest cells by area: mux4_2 (14%), mux2i_1 (8.8%), nand2_1 (8.7%), ha_1 (4.7%), a21oi_1 (4.3%)
* Drt wl/cell at 34.6 um
* Tool warning count at 59
* Dpl cells at 8129
* Worst setup SP type: primary input
* Syn. warnings at 6
* Area grow syn2layout at 40.2%
* Vertical die size at 500 um
* Worst-Margin Slew at 998 ps
* Avg Inst Size Synth at 6.91 um^2
* Seq cells at 0
* Highest clock rate at 17.5 MHz
* Vias per Instance at 5.30
* Setup TNS at 0 ps
* Gate Area at 28800 um^2
* # fillers at 25700
* Min Tclk post-route at 56990 ps
* Data arrival, critical path at 34090 ps
* Total number of vias at 43500
* Yosys Chip Area at 30600 um^2
* Synthesized instance count at 4430
* Global-route wire length before repair at 376 mm
* Largest net degree at the start of global routing at 82
* Resized Gates After CTS at 0
* Initial Util at 0.133
* Fin crit share at 0.498
* CTS Hold Bufs at 0
* Final Max Slew Viols at 0
* Net Sw Frac at 0.663
* Power per cell area at 20.3 nW/um^2
* Netlist Area Pre-Place at 30600 um^2
* Critical path buffer and inverter count at 12
* Final hold violation count at 0
* Critical path depth at 45
* Worst hold path type: primary input to primary output
* Internal power at 0.000293 W
* Post-route ant nets at 0
* CP dominant cell by count: buf_4
* Static Leak at 14.9 nW
* 1st-iter DRT viols at 4453
* Unique cell types at 123
* Final wirelength at 283 mm
* Worst hold margin at 47430 ps
* Area after DPL at 42700 um^2
* Boundary Pins at 792
* Hold Path Cell Cnt at 6
* Slew margin rel. at 0.329
* Final setup viols at 0
* I/O Buffers at 792
* 1st-pass router iterations at 6
* Initial antenna violation count at 121
* Crit Path Category: primary input to primary output
* RSZ-0062 raised after global routing: false
* Yosys cell count at 4430
* Seq/Total Area, Yosys at 0
* Layout Cells excl Fill at 8194
* CP Capture Type: primary output
* Drc violations at 0
* Post-DP HPWL at 237 mm
* Tot GR Track Use at 0.219
* Site Rows at 176
* Critical path required time at 91600 ps
logic make-up (layout without fill, tap and decap cells):
group,after synthesis,count (layout),share of synthesized area
other cells,0,65,0
mux,505,505,0.244
simple gates,1992,1992,0.313
xor+xnor,156,156,0.0474
fa+ha+maj,126,126,0.0526
compound gates,1189,1189,0.272
buf+inv,462,1135,0.0698
power by group through the flow:
stage	clock network (W)	logic, W	registers [W]
4_1_cts	0	0.000853	0
5_1_grt	0.0000000000527	0.000906	0
final timing paths:
kind  slack (ps)          start  endpoint
max        57510  Ball_X_Pos[5]   stop[3]
min        47430  Ball_X_Pos[4]   stop[1]
cells in the mapped netlist (84+ instances only):
cell / count
a211oi_1: 84
clkbuf_1: 180
a21oi_1: 260
inv_1: 96
nor2_1: 312
nor3_1: 256
o21ai_0: 211
mux4_2: 189
ha_1: 114
nor4_1: 188
nand3_1: 181
mux2i_1: 269
xnor2_1: 114
nand2_1: 708
layer usage:
| layer | global-route usage | part of all wire | vias up |
|---|---|---|---|
| met1 | 0.247 | 0.36 | 21100 |
| met3 | 0.0548 | 0.079 | 729 |
| met4 | 0.147 | 0.083 | 16 |
| met2 | 0.363 | 0.48 | 2990 |
| li1 | - | - | 18700 |
| met5 | 0 | 0.00036 | - |
stage by stage:
stage          setup slack [ps]  utilization  total power [W]
3_3_place_gp              57570        0.186         0.000852
2_1_floorplan             60950            -         0.000491
6_report                  57510        0.187         0.000870
5_1_grt                   56830        0.186         0.000906
4_1_cts                   57530        0.186         0.000853
3_5_place_dp              57560        0.186         0.000849
placed cells by master, fill, tap and decap left out, types with 45 or more instances in the layout:
master and count:
clkdlybuf4s50_1 792, nand2_1 702, nor2_1 308, mux2i_1 269
a21oi_1 259, nor3_1 255, buf_4 231, o21ai_0 211
mux4_2 189, nor4_1 182, nand3_1 180, ha_1 111
xnor2_1 107, inv_1 94, a211oi_1 83, or3_1 66
diode_2 65, and3_1 65, or4_1 64, a311oi_1 50
a21o_1 48, mux2_2 45
layout make-up:
| cell class | instances | area share |
|---|---|---|
| Multi-Input combinational cell | 3968 | 0.672 |
| Tap cell | 3026 | 0.0883 |
| Timing Repair Buffer | 1023 | 0.225 |
| Antenna cell | 65 | 0.00379 |
| Inverter | 112 | 0.0105 |
Power and IR drop assume default switching activity.
