<file path="config.mk">
export PLATFORM = sky130hd
export DESIGN_NAME = reg_128
export DESIGN_NICKNAME = reg_128
export VERILOG_FILES = /design/flow/design.v
export SDC_FILE = /design/flow/constraint.sdc
export NUM_CORES = 4
export LEC_CHECK = 1
export CORE_UTILIZATION = 50
</file>
<file path="constraint.sdc">
current_design reg_128

set clk_period 6.2
set clk_io_pct 0.2

create_clock -name clk0 -period $clk_period [get_ports {CLK}]

set non_clock_inputs [all_inputs -no_clocks]
set_input_delay [expr $clk_period * $clk_io_pct] -clock clk0 $non_clock_inputs
set_output_delay [expr $clk_period * $clk_io_pct] -clock clk0 [all_outputs]
</file>
<file path="design.v">
package SLC3_2;
   parameter op_ADD = 4'b0001;  
   parameter op_AND = 4'b0101;
   parameter op_NOT = 4'b1001;
   parameter op_BR  = 4'b0000;
   parameter op_JMP = 4'b1100;
   parameter op_JSR = 4'b0100;
   parameter op_LDR = 4'b0110;
   parameter op_STR = 4'b0111;
   parameter op_PSE = 4'b1101;
   parameter NO_OP = 15'b0;    
   parameter R0 = 3'b000;       
   parameter R1 = 3'b001;
   parameter R2 = 3'b010;
   parameter R3 = 3'b011;
   parameter R4 = 3'b100;
   parameter R5 = 3'b101;
   parameter R6 = 3'b110;
   parameter R7 = 3'b111;
   parameter p   = 3'b001;      
   parameter z   = 3'b010;
   parameter zp  = 3'b011;
   parameter n   = 3'b100;
   parameter np  = 3'b101;
   parameter nz  = 3'b110;
   parameter nzp = 3'b111;
   parameter outHEX = -1;
   parameter inSW = -1;
   function [15:0] opCLR ( input [2:0] DR );
      opCLR[15:12] = op_AND;
      opCLR[11: 9] = DR;
      opCLR[ 8: 6] = DR;
      opCLR[ 5   ] = 1'b1;
      opCLR[ 4: 0] = 5'b0;
   endfunction
   function [15:0] opAND ( input [2:0] DR, SR1, SR2 );
      opAND[15:12] = op_AND;
      opAND[11: 9] = DR;
      opAND[ 8: 6] = SR1;
      opAND[ 5: 3] = 3'b0;
      opAND[ 2: 0] = SR2;
   endfunction
   function [15:0] opANDi ( input [2:0] DR, SR, integer imm5 );
      opANDi[15:12] = op_AND;
      opANDi[11: 9] = DR;
      opANDi[ 8: 6] = SR;
      opANDi[ 5   ] = 1'b1;
      opANDi[ 4: 0] = imm5[4:0];
   endfunction
   function [15:0] opADD ( input [2:0] DR, SR1, SR2 );
      opADD[15:12] = op_ADD;
      opADD[11: 9] = DR;
      opADD[ 8: 6] = SR1;
      opADD[ 5: 3] = 3'b0;
      opADD[ 2: 0] = SR2;
   endfunction
   function [15:0] opADDi ( input [2:0] DR, SR, integer imm5 );
      opADDi[15:12] = op_ADD;
      opADDi[11: 9] = DR;
      opADDi[ 8: 6] = SR;
      opADDi[ 5   ] = 1'b1;
      opADDi[ 4: 0] = imm5[4:0];
   endfunction
   function [15:0] opINC ( input [2:0] DR );
      opINC[15:12] = op_ADD;
      opINC[11: 9] = DR;
      opINC[ 8: 6] = DR;
      opINC[ 5   ] = 1'b1;
      opINC[ 4: 0] = 1;
   endfunction
   function [15:0] opDEC ( input [2:0] DR );
      opDEC[15:12] = op_ADD;
      opDEC[11: 9] = DR;
      opDEC[ 8: 6] = DR;
      opDEC[ 5   ] = 1'b1;
      opDEC[ 4: 0] = -1;
   endfunction
   function [15:0] opNOT ( input [2:0] DR, SR );
      opNOT[15:12] = op_NOT;
      opNOT[11: 9] = DR;
      opNOT[ 8: 6] = SR;
      opNOT[ 5: 0] = 5'b1;
   endfunction
   function [15:0] opBR ( input [2:0] condition, integer PCoffset9 );
      opBR[15:12] = op_BR;
      opBR[11: 9] = condition;
      opBR[ 8: 0] = PCoffset9[8:0];
   endfunction
   function [15:0] opJMP ( input [2:0] BaseR );
      opJMP[15:12] = op_JMP;
      opJMP[11: 9] = 3'b0;
      opJMP[ 8: 6] = BaseR;
      opJMP[ 5: 0] = 6'b0;
   endfunction
   function [15:0] opRET ( );
      opRET[15:12] = op_JMP;
      opRET[11: 9] = 3'b0;
      opRET[ 8: 6] = R7;
      opRET[ 5: 0] = 6'b0;
   endfunction
   function [15:0] opJSR ( input integer PCoffset11 );
      opJSR[15:12] = op_JSR;
      opJSR[11   ] = 1'b1;
      opJSR[10: 0] = PCoffset11[10:0];
   endfunction
   function [15:0] opLDR ( input [2:0] DR, BaseR, integer offset6 );
      opLDR[15:12] = op_LDR;
      opLDR[11: 9] = DR;
      opLDR[ 8: 6] = BaseR;
      opLDR[ 5: 0] = offset6[5:0];
   endfunction
   function [15:0] opSTR ( input [2:0] SR, BaseR, integer offset6 );
      opSTR[15:12] = op_STR;
      opSTR[11: 9] = SR;
      opSTR[ 8: 6] = BaseR;
      opSTR[ 5: 0] = offset6[5:0];
   endfunction
   function [15:0] opPSE ( input [11:0] ledVect12 );
      opPSE[15:12] = op_PSE;
      opPSE[11: 0] = ledVect12;
   endfunction
endpackage
module reg_128 (input  logic CLK, reset, Load,
				  input logic [1:0] subEn,
				  input logic [31:0] D_sub,
              input  logic [127:0]  Din,
              output logic [127:0]  Data_out);
logic [127:0] Data;
	always_comb
	begin 
			case(subEn)
				2'b00: Data = (Din & 128'hffffffffffffffffffffffff00000000)| D_sub;
				2'b01: Data = (Din & 128'hffffffffffffffff00000000ffffffff)| D_sub << 32;
				2'b10: Data = (Din & 128'hffffffff00000000ffffffffffffffff)| D_sub << 64;
				2'b11: Data = (Din & 128'h00000000ffffffffffffffffffffffff)| D_sub << 96;
			endcase
	end
    always_ff @ (posedge CLK)
    begin
		if(reset)
			Data_out <= 128'h0000;
		if(Load)
			Data_out <= Data;
	 end
endmodule
module reg_state (input logic CLK, reset, Load,
              input  logic [127:0]  Din,Dreset,
              output logic [127:0]  Data_out);
    always_ff @ (posedge CLK)
    begin
		if(reset)
			Data_out <= Dreset;
		else if(Load)
			Data_out <= Din;
	 end
endmodule
module reg_MSG (input  logic CLK, RESET, Load,
              input  logic [127:0]  Din,
              output logic [127:0]  Data_out);
    always_ff @ (posedge CLK)
    begin
		if(RESET)
			Data_out <= 128'h0000;
		if(Load)
			Data_out <= Din;
	 end
endmodule
module reg_4_up (input  logic CLK, reset, Load,
              input  logic [3:0]  Din,
              output logic [3:0]  Data_out);
logic [3:0] data;
assign data = Din + 4'b0001;
    always_ff @ (posedge CLK)
    begin
		if(reset)
			Data_out <= 4'b0000;
		if(Load)
			Data_out <= data;
	 end
endmodule
module reg_4_down (input  logic CLK, reset, Load,
              input  logic [3:0]  Din,
              output logic [3:0]  Data_out);
logic [3:0] data;
assign data = Din - 4'b0001;
    always_ff @ (posedge CLK)
    begin
		if(reset)
			Data_out <= 4'b1010;  
		if(Load)
			Data_out <= data;
	 end
endmodule
module reg_1 (input  logic CLK, RESET, Load,
              output logic Data_out);
    always_ff @ (posedge CLK)
    begin
		if(RESET)
			Data_out <= 1'b0;  
		if(Load)
			Data_out <= 1'b1;
	 end
endmodule
</file>
<file path="run.sh">
#!/bin/bash
# OpenROAD 26Q1-2900-gdf79404cd8, Yosys 0.63+post, stock flow scripts
make -C /OpenROAD-flow-scripts/flow DESIGN_CONFIG=/design/flow/config.mk WORK_HOME=/design/flow/orfs finish
</file>
==> impl_metrics.toml <==
# yosys + openroad results
[final_layout]
finish.cell_count_without_fillers = 891
utilization_pct = 81.2
largest_register_ffs = 128
fillers = 640
top_regs = "Data_out (128)"
post_route_cells_drive_above_1_share_pct = 4.81
syn_to_final_growth_pct = 56.7
largest-register = "Data_out"

[global_route]
groute.usage.overall_pct = 31.8
wire_length_of_the_first_global_routing_pass_um = 27400
maximum_number_of_pins_on_one_net_before_global_route_repair = 85
grt_antenna_before_repair = 0
grt_overflow = 0
grt_pass1_vias = 5043

[die]
die_height_um = 112
chip_area_sq_um = 12400
floorplan.core_util_pct = 51.8
core-area_sq_um = 11600
std_cell_rows = 39
chipWidth_um = 112
design.portCount = 293

[power]
leakage_power_nw = 3.92
power.sequential.fraction_pct = 45.2
cellPowerDensity_nw_per_um2 = 257
ir_worst_vdd_mv = 0.155
power_report.internal_total_mw = 1.91
pwr-share-comb_pct = 17.0
power.share.clock_pct = 37.8
netSwitchingFraction_pct = 20.7
power_mw = 2.41
netSwitchingPower_mw = 0.498

[clock_network]
post_cts_setup_driven_buffer_insertion_count = 0
cts_inserted_buffers = 17
root_buffer = "sky130_fd_sc_hd__clkbuf_16"
clock_sink_count = 128
number_of_hold_buffers_added_after_cts = 0
clock_path_buffers = 2
post_cts.resized_instances = 0
cts_max_level = 4
clk_transition_reported_paths_ns = 0.05
tritoncts = "built"

[synth]
ys_warn_count = 1
synth_seq_share_pct = 64.1
ys_chip_area_sq_um = 6000
synth.cell_area_sq_um = 6000
ys_types = 16
ys_seq_elements = 128
synth_stat.cells = 461
synthesis.instances = 461
synth_area_per_cell_sq_um = 13.0

[final_timing]
maxSlewViolCount = 0
timing.final.crit_share_pct = 49.0
final_hold_viol_count = 0
max_slew_margin_pct = 45.1
worstMarginPinSlew_ns = 0.824
final-setup-viol-count = 0
finalCriticalPeriod_ns = 3.04
setup_tns_ns = 0
rsz_0062_raised_after_global_routing = "no"
achievable-frequency_mhz = 329

[worst_setup_path]
stage_delay_of_the_slowest_cell_on_the_critical_path_ns = 0.69
worst_setup_path_start_kind = "input pin"
worst_path_dominant_cell_family = "buffers and inverters"
cp_buf_inv_count = 2
required_ns = 6.23
critical_path.slowest_cell = "sky130_fd_sc_hd__buf_4"
critPathMaxFanout = 78
crit_path_frequent_cell = "sky130_fd_sc_hd__buf_4"
crit_arrival_ns = 3.07
critPathKind = "in2reg"
cp_cell_sequence = "buf_4, or2_4, buf_4"
critical_path.endpoint_type = "flop"

[hold_path]
min_path_type = "in2reg"

[job]
number_of_warnings_the_tools_reported = 26
max_cap_violations = 0

[drt]
dr_wl_met2_um = 8940
drt-pass1-iter-count = 29
wirelength_met1_um = 6420
route.top_layer_used = "met4"
insertedDiodeCount = 0
num_vias = 4838
detail-route-antenna-nets = 0
wirelength_um = 17900
viasPerCell = 5.43
post_drt_wl_per_cell_um = 20.1
detail_route.drc_violations = 0
met3_length_um = 2220
detailedRoute.firstIterationViolations = 382

[place]
rd_place_congestion = 0.867
place.port_buffers = 292
place.detailed.instances = 860
place.detailed.hpwl_um = 12400

[outcome]
outcome = "complete, no violations"
power by group through the flow:
stage | combinational, mW | clock [mW] | sequential, mW
final | 0.411 | 0.912 | 1.09
after global routing | 0.440 | 0.967 | 1.10
after CTS | 0.414 | 0.921 | 1.09
path summary, 6_finish.rpt:
check	from	to	slack [ns]	cells after the start
hold / removal	Din[55]	Data_out[55]	1.50	3
setup / recovery	Load	Data_out[73]	3.16	3
layer usage:
metal  track usage (%)  vias to the layer above
met2              49.8                      271
met3              14.1                       23
met4              5.68                        0
met5                 0                        -
li1                  -                     2240
met1              45.6                     2304
logic make-up after synthesis:
group                  count (synthesis)  synth area share, %
DFF                                  128                 64.1
and+or+nand+nor                      133                 8.83
muxes                                 96                 16.0
buffers and inverters                 40                 4.36
AOI/OAI and AO/OA                     64                 6.68
through the flow:
stage	instance area, sq um	hold slack (ns)	worst slack (ns)
after detailed placement	8860	1.92	2.76
final	9390	1.50	3.16
after global placement	8860	1.92	2.80
after floorplan	6000	1.47	2.60
after CTS	9390	1.49	3.19
after global routing	9390	1.50	3.06
cell usage after synthesis:
cell / instances / area (sq um)
sky130_fd_sc_hd__or2_4: 1 / 8.76
sky130_fd_sc_hd__nand2b_4: 2 / 27.5
sky130_fd_sc_hd__edfxtp_1: 128 / 3840
sky130_fd_sc_hd__o211ai_1: 32 / 240
sky130_fd_sc_hd__or2_2: 1 / 6.26
sky130_fd_sc_hd__o21ai_1: 2 / 10.0
sky130_fd_sc_hd__clkbuf_2: 3 / 15.0
sky130_fd_sc_hd__mux2i_1: 96 / 961
sky130_fd_sc_hd__clkbuf_1: 6 / 22.5
sky130_fd_sc_hd__nand2_2: 1 / 6.26
sky130_fd_sc_hd__buf_2: 14 / 70.1
sky130_fd_sc_hd__o21ai_0: 30 / 150
sky130_fd_sc_hd__buf_4: 4 / 30.0
sky130_fd_sc_hd__buf_6: 10 / 113
sky130_fd_sc_hd__buf_1: 3 / 11.3
sky130_fd_sc_hd__nand2_1: 128 / 480
final cells by class:
cell class,instances,area (sq um),area share [%]
Clock buffer,22,444,4.73
Clock inverter,9,92.6,0.986
Multi-Input combinational cell,293,1890,20.2
Sequential cell,128,3840,40.9
Tap cell,143,179,1.90
Timing Repair Buffer,296,2940,31.3
layout by cell type (no fill, tap or decap):
master,count
sky130_fd_sc_hd__buf_2,2
sky130_fd_sc_hd__buf_4,5
sky130_fd_sc_hd__bufinv_16,2
sky130_fd_sc_hd__clkbuf_1,5
sky130_fd_sc_hd__clkbuf_16,17
sky130_fd_sc_hd__clkdlybuf4s50_1,289
sky130_fd_sc_hd__clkinv_1,2
sky130_fd_sc_hd__clkinv_2,5
sky130_fd_sc_hd__edfxtp_1,128
sky130_fd_sc_hd__mux2i_1,96
sky130_fd_sc_hd__nand2_1,128
sky130_fd_sc_hd__nand2_2,1
sky130_fd_sc_hd__nand2b_4,2
sky130_fd_sc_hd__o211ai_1,32
sky130_fd_sc_hd__o21ai_0,30
sky130_fd_sc_hd__o21ai_1,2
sky130_fd_sc_hd__or2_4,2
tightest hold or removal path, cell delays in order:
cell                              delay [ns]
sky130_fd_sc_hd__clkdlybuf4s50_1        0.39
sky130_fd_sc_hd__nand2_1                0.05
sky130_fd_sc_hd__mux2i_1                0.05
Power and IR drop assume default switching activity.
